## flow/run.sh

```bash
#!/bin/bash
# OpenROAD 26Q1-2900-gdf79404cd8, Yosys 0.63+post, stock flow scripts
make -C /OpenROAD-flow-scripts/flow DESIGN_CONFIG=/design/flow/config.mk WORK_HOME=/design/flow/orfs finish
```

## flow/config.mk

```make
export PLATFORM = sky130hd
export DESIGN_NAME = bht
export DESIGN_NICKNAME = bht
export VERILOG_FILES = /design/flow/design.v
export SDC_FILE = /design/flow/constraint.sdc
export NUM_CORES = 4
export LEC_CHECK = 1
export CORE_UTILIZATION = 50
```

## flow/constraint.sdc

```tcl
current_design bht

set clk_period 20.2
set clk_io_pct 0.2

create_clock -name clk0 -period $clk_period [get_ports {i_clk}]

set non_clock_inputs [all_inputs -no_clocks]
set_input_delay [expr $clk_period * $clk_io_pct] -clock clk0 $non_clock_inputs
set_output_delay [expr $clk_period * $clk_io_pct] -clock clk0 [all_outputs]
```

## flow/design.v

```verilog
`default_nettype none
module bht #(
    parameter LEN = 32,
    parameter HBITS = 3
) (
    input wire i_clk,
    input wire i_rst_n,
    input wire [31:0] i_pred_addr,
    input wire [31:0] i_update_addr,
    input wire i_update_taken,
    input wire i_update_en,
    output wire o_pred
);
    localparam LBITS = $clog2(LEN);
    reg [1:0] counters [LEN - 1:0][HBITS - 1:0];
    reg [HBITS - 1:0] histories [LEN - 1:0];
    wire [LBITS - 1:0] pred_index = i_pred_addr[LBITS - 1:0];
    wire [HBITS - 1:0] pred_history = histories[pred_index];
    wire [1:0] pred_counter = counters[pred_index][pred_history];
    wire [LBITS - 1:0] update_index = i_update_addr[LBITS - 1:0];
    wire [HBITS - 1:0] update_history = histories[update_index];
    wire [1:0] update_counter = counters[update_index][update_history];
    reg [1:0] next_counter;
    always @(*) begin
        case (update_counter)
            2'b00: next_counter = i_update_taken ? 2'b01 : 2'b00;
            2'b01: next_counter = i_update_taken ? 2'b10 : 2'b00;
            2'b10: next_counter = i_update_taken ? 2'b11 : 2'b01;
            2'b11: next_counter = i_update_taken ? 2'b11 : 2'b10;
        endcase
    end
    integer i, j;
    always @(posedge i_clk, negedge i_rst_n) begin
        if (!i_rst_n) begin
            for (i = 0; i < LEN; i = i + 1) begin
                for (j = 0; j < 2 ** HBITS; j = j + 1)
                    counters[i][j] <= 2'b00;
                histories[i] <= {HBITS{1'b0}};
            end
        end else if (i_update_en) begin
            counters[update_index][update_history] <= next_counter;
            histories[update_index] <= {update_history[HBITS - 2:0], i_update_taken};
        end
    end
    wire forward = (i_pred_addr == i_update_addr) && (pred_history == update_history) && i_update_en;
    assign o_pred = (forward) ? next_counter[1] : pred_counter[1];
endmodule
```

==> results_dict.tcl <==
# implementation run metrics
set metrics [dict create \
    status "complete, no violations" \
    die_width_um 186 \
    routed_wirelength_um 61100 \
    path_max_fanout 18 \
    grt-ovfl-total 0 \
    avgViaCountPerCell 6.45 \
    initCoreUtil_pct 51.3 \
    tns_ns 0 \
    grt_start_max_net_pins 127 \
    gp_congestion 1.00 \
    yosys.area.top_type "dfrtp_1" \
    top_cell_area_share_pct 42.8 \
    die-area_um2 34400 \
    ir_drop_mv 0.354 \
    r2r-end "counters[57][0]" \
    vias 15800 \
    fin_ws_ns 4.17 \
    area_growth_syn_to_layout_pct 13.1 \
    slew_headroom_pct 29.5 \
    hpwl_um 42400 \
    grt_usage_pct 38.4 \
    syn_area_per_cell_um2 8.58 \
    root_buffer "clkbuf_16" \
    arrival_ns 11.99 \
    crit_end "o_pred" \
    drtIter0Drc 1559 \
    hold_viol 0 \
    regToRegStartpoint "histories[8][0]" \
    setup_violations 0 \
    critPathCaptureType "output pin" \
    final-max-slew-violation-count 0 \
    core.rowCount 66 \
    synth.cells.most_frequent "nand2_1 (430), o21ai_0 (318), dfrtp_1 (288)" \
    worst_pin_slew_ns 1.06 \
    cts_tree "built" \
    synth_cell_types 76 \
    hold_class "flop to flop" \
    total_leakage_power_uw 0.00789 \
    synthArstFlopShare_pct 100 \
    rsz0062_at_grt "false" \
    post-route-period-util_pct 79.4 \
    ys_cells 1964 \
    drive_gt1_share_pct 7.43 \
    core_area_um2 32900 \
    ys_ff 288 \
    max_freq_ghz 0.0624 \
    fill_cells 2943 \
    worstSkewPairLatency_ns 0.56 \
    antenna_found_initial 0 \
    cts-resized-gates 0 \
    drc 0 \
    cts_hold_buf 0 \
    first_pass_iters 7 \
    post_cts_buffers 0 \
    synth_seq_share_pct 42.8 \
    edf_count 0 \
    ff_type "dfrtp_1" \
    r2r_slack_ns 12.06 \
    grt_pass1_vias 15000 \
    startpoint "i_update_addr[0]" \
    drv_cap 0 \
    crit_required_ns 16.16 \
    pre_cts_slack_ns 4.41 \
    r2r_cells 23 \
    htreeDepth 2 \
    cts_made_buffers 34 \
    insertedDiodeCount 0 \
    syn_inst 1964 \
    cp-start-kind "input port" \
    p_per_area_nw_per_um2 143 \
    fin_skew_ns 0.0301 \
    synth_area_um2 16900 \
    ios 69 \
    grt_pass1_wl_um 94000 \
    log.warning_count 41 \
    clockBufferDepth 3 \
    cts.sinks 288 \
    ys_area_um2 16900 \
    final_util_pct 58.0 \
    most_common_cell "nand2_1" \
    path_clk_slew_ns 0.06 \
    die-height_um 186 \
    topCellsByArea "dfrtp_1 (43%), nand2_1 (9.6%), o21ai_0 (9.4%)" \
    worstSetupPathType "input port to output pin" \
    hp-start "counters[5][0]" \
    ys_warn_count 3 \
    port_buffers 68 \
    ant_nets 0 \
    routedWlPerCell_um 25.0 \
    period_needed_ns 16.03 \
]
layer usage:
metal | vias to the layer above | share of wire, % | global-route usage (%)
met3 | 231 | 7.9 | 6.66
li1 | 7189 | - | -
met1 | 7526 | 39 | 53.9
met5 | - | 0 | 0
met4 | 0 | 6.4 | 19.7
met2 | 845 | 47 | 59.2
stage by stage:
step / power, uW / hold WS, ns / area [um2] / instances
2_1_floorplan: 1630 / 0.449 / 16900 / 1964
3_3_place_gp: 2080 / 0.463 / 18000 / 2388
3_5_place_dp: 2090 / 0.471 / 18000 / 2388
4_1_cts: 2700 / 0.484 / 19100 / 2448
5_1_grt: 2850 / 0.504 / 19100 / 2448
6_report: 2720 / 0.485 / 19100 / 2448
report_power, final:
part | total (uW) | switching [uW] | internal [uW]
clock | 607 | 255 | 352
combinational | 1200 | 861 | 337
sequential | 919 | 175 | 743
total | 2720 | 1290 | 1430
cell families after synthesis:
kind of cell | after synthesis | synth area share, %
adder cells (fa/ha/maj) | 50 | 4.05
AND/OR/NAND/NOR | 673 | 17.3
multiplexers | 43 | 2.69
AND-OR/OR-AND | 665 | 25.7
buffers and inverters | 193 | 4.70
flip-flops | 288 | 42.8
XOR/XNOR | 52 | 2.86
worst min path at each step:
stage,to,slack [ns],cells past startpoint
finish,counters[5][0],0.48,2
CTS,counters[50][0],0.48,2
global route,counters[37][0],0.50,2
sequential cells by signal (all words and copies together), names as in the netlist:
register,cells
counters,192
histories,96
cell type report:
type                    instances  area, um2  share of cell area (%)
clock buffers                  48        975                    5.11
clock inverters                12        123                   0.643
inverters                      53        199                    1.04
multi-input cells            1483       8910                    46.7
flip-flops and latches        288       7210                    37.8
well taps                     442        553                    2.90
repair buffers                122       1090                    5.74
worst max-delay path, stage by stage:
cell,delay (ns)
clkdlybuf4s50_1,0.60
inv_1,0.13
ha_1,0.48
inv_1,0.33
o32ai_1,0.14
a2111oi_0,0.35
nand3_1,0.25
a21oi_2,0.18
inv_1,0.08
ha_1,0.20
xor2_1,0.18
fa_1,0.54
inv_1,0.07
fa_1,0.89
nor2_1,0.16
and3_1,0.53
a222oi_1,0.47
a21oi_1,0.15
a2111oi_0,0.90
nand3_1,0.26
o221ai_1,0.24
maj3_2,0.22
mux2i_1,0.12
clkdlybuf4s50_1,0.44
cells in the final DEF (no fill, tap or decap), types with 14 or more instances in the layout:
| master | synthesis | layout |
|---|---|---|
| ha_1 | 40 | 40 |
| dfrtp_1 | 288 | 288 |
| a21oi_1 | 39 | 37 |
| inv_1 | 52 | 52 |
| a211oi_1 | 14 | 14 |
| nand2_1 | 430 | 430 |
| and2_1 | 17 | 17 |
| o31ai_1 | 16 | 16 |
| buf_4 | 2 | 53 |
| a221oi_1 | 20 | 20 |
| nand3_1 | 92 | 92 |
| nor2_1 | 42 | 42 |
| xor2_1 | 24 | 24 |
| clkdlybuf4s50_1 | 0 | 65 |
| mux2i_1 | 36 | 36 |
| o21ai_0 | 318 | 318 |
| clkbuf_16 | 0 | 35 |
| and3_1 | 20 | 20 |
| xnor2_1 | 26 | 25 |
| nand4_1 | 21 | 21 |
| a22oi_1 | 87 | 87 |
| a222oi_1 | 23 | 23 |
| o22ai_1 | 15 | 15 |
Power figures rest on the tool's default switching activity, not on a simulated workload.

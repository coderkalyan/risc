==> ./config.mk <==
export PLATFORM = sky130hd
export DESIGN_NAME = free_list
export DESIGN_NICKNAME = free_list
export VERILOG_FILES = /design/flow/design.v
export SDC_FILE = /design/flow/constraint.sdc
export NUM_CORES = 4
export LEC_CHECK = 1
export CORE_UTILIZATION = 30
==> ./constraint.sdc <==
current_design free_list

set clk_period 11.4
set clk_io_pct 0.2

create_clock -name clk0 -period $clk_period [get_ports {i_clk}]

set non_clock_inputs [all_inputs -no_clocks]
set_input_delay [expr $clk_period * $clk_io_pct] -clock clk0 $non_clock_inputs
set_output_delay [expr $clk_period * $clk_io_pct] -clock clk0 [all_outputs]
==> ./design.v <==
`default_nettype none
module free_list #(
    parameter LEN = 32 + 16,
    parameter LBITS = $clog2(LEN)
) (
    input wire i_clk,
    input wire i_rst_n,
    input wire [LBITS - 1:0] i_ret_p0,
    input wire [LBITS - 1:0] i_ret_p1,
    input wire [LBITS - 1:0] i_ret_p2,
    input wire [LBITS - 1:0] i_ret_p3,
    input wire [2:0] i_ret_count,
    input wire [2:0] i_req_count,
    output reg [LBITS - 1:0] o_req0,
    output reg [LBITS - 1:0] o_req1,
    output reg [LBITS - 1:0] o_req2,
    output reg [LBITS - 1:0] o_req3,
    output reg [2:0] o_req_count,  
    output reg [LBITS - 1:0] o_avail_count
);
    reg [0:LEN - 1] free;
    wire [0:3] ret_mask = {i_ret_count != 0, i_ret_count > 1, i_ret_count > 2, i_ret_count == 4};
    wire [0:LEN - 1] released0 = ret_mask[0] << i_ret_p0;
    wire [0:LEN - 1] released1 = ret_mask[1] << i_ret_p1;
    wire [0:LEN - 1] released2 = ret_mask[2] << i_ret_p2;
    wire [0:LEN - 1] released3 = ret_mask[3] << i_ret_p3;
    wire [0:LEN - 1] released = free | released0 | released1 | released2 | released3;
    wire [0:LEN - 1] clb0 = released & (released - 1);
    wire [0:LEN - 1] clb1 = clb0 & (clb0 - 1);
    wire [0:LEN - 1] clb2 = clb1 & (clb1 - 1);
    wire [0:LEN - 1] clb3 = clb2 & (clb2 - 1);
    wire [0:LEN - 1] mask0 = released ^ clb0;
    wire [0:LEN - 1] mask1 = clb0 ^ clb1;
    wire [0:LEN - 1] mask2 = clb1 ^ clb2;
    wire [0:LEN - 1] mask3 = clb2 ^ clb3;
    wire [LBITS - 1:0] req0, req1, req2, req3;
    encoder_6bit enc0 (.i_vec(mask0), .o_code(req0));
    encoder_6bit enc1 (.i_vec(mask1), .o_code(req1));
    encoder_6bit enc2 (.i_vec(mask2), .o_code(req2));
    encoder_6bit enc3 (.i_vec(mask3), .o_code(req3));
    always @(posedge i_clk, negedge i_rst_n) begin
        if (!i_rst_n) begin
            free <= {LEN{1'b1}};
            o_avail_count <= LEN;
            o_req0 <= {LBITS{1'b0}};
            o_req1 <= {LBITS{1'b0}};
            o_req2 <= {LBITS{1'b0}};
            o_req3 <= {LBITS{1'b0}};
            o_req_count <= 3'd0;
        end else begin
            o_avail_count <= o_avail_count + i_ret_count - i_req_count;
            case (i_req_count)
                3'd0: free <= released;
                3'd1: free <= clb0;
                3'd2: free <= clb1;
                3'd3: free <= clb2;
                3'd4: free <= clb3;
            endcase
            o_req0 <= req0;
            o_req1 <= req1;
            o_req2 <= req2;
            o_req3 <= req3;
            o_req_count <= i_req_count;
        end
    end
endmodule
module encoder_6bit (
    input wire [63:0] i_vec,
    output reg [5:0] o_code
);
    always @(*) begin
        o_code = 6'h0;
        case (1'b1)
            i_vec[6'h0]: o_code = 6'h0;
            i_vec[6'h1]: o_code = 6'h1;
            i_vec[6'h2]: o_code = 6'h2;
            i_vec[6'h3]: o_code = 6'h3;
            i_vec[6'h4]: o_code = 6'h4;
            i_vec[6'h5]: o_code = 6'h5;
            i_vec[6'h6]: o_code = 6'h6;
            i_vec[6'h7]: o_code = 6'h7;
            i_vec[6'h8]: o_code = 6'h8;
            i_vec[6'h9]: o_code = 6'h9;
            i_vec[6'ha]: o_code = 6'ha;
            i_vec[6'hb]: o_code = 6'hb;
            i_vec[6'hc]: o_code = 6'hc;
            i_vec[6'hd]: o_code = 6'hd;
            i_vec[6'he]: o_code = 6'he;
            i_vec[6'hf]: o_code = 6'hf;
            i_vec[6'h10]: o_code = 6'h10;
            i_vec[6'h11]: o_code = 6'h11;
            i_vec[6'h12]: o_code = 6'h12;
            i_vec[6'h13]: o_code = 6'h13;
            i_vec[6'h14]: o_code = 6'h14;
            i_vec[6'h15]: o_code = 6'h15;
            i_vec[6'h16]: o_code = 6'h16;
            i_vec[6'h17]: o_code = 6'h17;
            i_vec[6'h18]: o_code = 6'h18;
            i_vec[6'h19]: o_code = 6'h19;
            i_vec[6'h1a]: o_code = 6'h1a;
            i_vec[6'h1b]: o_code = 6'h1b;
            i_vec[6'h1c]: o_code = 6'h1c;
            i_vec[6'h1d]: o_code = 6'h1d;
            i_vec[6'h1e]: o_code = 6'h1e;
            i_vec[6'h1f]: o_code = 6'h1f;
            i_vec[6'h20]: o_code = 6'h20;
            i_vec[6'h21]: o_code = 6'h21;
            i_vec[6'h22]: o_code = 6'h22;
            i_vec[6'h23]: o_code = 6'h23;
            i_vec[6'h24]: o_code = 6'h24;
            i_vec[6'h25]: o_code = 6'h25;
            i_vec[6'h26]: o_code = 6'h26;
            i_vec[6'h27]: o_code = 6'h27;
            i_vec[6'h28]: o_code = 6'h28;
            i_vec[6'h29]: o_code = 6'h29;
            i_vec[6'h2a]: o_code = 6'h2a;
            i_vec[6'h2b]: o_code = 6'h2b;
            i_vec[6'h2c]: o_code = 6'h2c;
            i_vec[6'h2d]: o_code = 6'h2d;
            i_vec[6'h2e]: o_code = 6'h2e;
            i_vec[6'h2f]: o_code = 6'h2f;
            i_vec[6'h30]: o_code = 6'h30;
            i_vec[6'h31]: o_code = 6'h31;
            i_vec[6'h32]: o_code = 6'h32;
            i_vec[6'h33]: o_code = 6'h33;
            i_vec[6'h34]: o_code = 6'h34;
            i_vec[6'h35]: o_code = 6'h35;
            i_vec[6'h36]: o_code = 6'h36;
            i_vec[6'h37]: o_code = 6'h37;
            i_vec[6'h38]: o_code = 6'h38;
            i_vec[6'h39]: o_code = 6'h39;
            i_vec[6'h3a]: o_code = 6'h3a;
            i_vec[6'h3b]: o_code = 6'h3b;
            i_vec[6'h3c]: o_code = 6'h3c;
            i_vec[6'h3d]: o_code = 6'h3d;
            i_vec[6'h3e]: o_code = 6'h3e;
            i_vec[6'h3f]: o_code = 6'h3f;
        endcase
    end
endmodule
==> ./run.sh <==
#!/bin/bash
# OpenROAD 26Q1-2900-gdf79404cd8, Yosys 0.63+post, stock flow scripts
make -C /OpenROAD-flow-scripts/flow DESIGN_CONFIG=/design/flow/config.mk WORK_HOME=/design/flow/orfs finish
==> run summary <==
Figures from the flow reports.

Floorplan:
- The run puts the total die area at 41,200 um^2.
- According to the floorplan report, the die width is 203 um.
- The run puts the row count at 73.
- At the floorplan stage, the core utilization is reported as 30.4%.
- The run gives the count of pins on the block boundary as 65.
- The total area inside the core boundary comes to 39,800 um^2.
- The run puts the vertical die dimension at 203 um.

GRT:
- In the global route stage, overall resource usage came out at 34.8%.
- The run gives the number of antenna violations at the first check in global routing as 1.
- The first global-routing pass estimated 103 mm of wire.
- Entering global routing, the biggest net connects 49 pins.
- The number of global-route vias before repair came to 14,649.
- The run gives the aggregate global routing overflow as 0.

Route:
- The run gives the number of antenna cells inserted as 0.
- The run puts the total number of vias at 15,904.
- The run puts the iteration tally of the first detailed-router pass at 9.
- The run gives the via density per instance as 6.88.
- The detail route stage leaves a number of antenna-violating nets equal to 0.
- After detailed routing, the average wire length per cell comes to 30.7 um.
- In this run, the number of DRC markers left after iteration 0 of detailed routing was 1,844.
- The run puts the remaining routing DRC violations at 0.
- Summed over all layers, the routed wires come to 70.9 mm.

Layout:
- Leaving out filler cells and counting taps, the final layout contains 2,310.
- In the final layout, the share of cells above drive strength 1 is 12.3%.
- The run gives the area growth from synthesis to final layout as 13.6%.
- For the completed layout, the total cell area is recorded as 13,800 um^2.
- The run puts the layout filler cell count at 4,356.

Setup path:
- The worst setup path is launched from a primary input.
- Listed in order, past its start point the critical path passes clkdlybuf4s50_1 > nor4b_4 > buf_4 > nor2b_1 > a221o_1 > a221o_1 > nor4_4 > nand2_2 > o22a_1 > nor3_2 > and4_1 > a31oi_1 > a211o_1 > nor3_4 > a31oi_1 > nor3b_2 > nand3_2 > a2111oi_2 > o32a_1.
- By startpoint and endpoint, the worst setup path is classified as primary input to flip-flop.
- Among all stages on the critical path, the largest delay is contributed by sky130_fd_sc_hd__and4_1.
- The run gives the largest driver fanout on the critical path as 25.
- The arrival time of data at the worst endpoint is listed as 10.14 ns.
- According to the timing report, the data required time at the worst endpoint equals 11.74 ns.
- The run puts the biggest cell delay along the critical path at 0.75 ns.
- STA classifies the critical path endpoint as a flip-flop.

Final timing:
- The run puts the achievable frequency at 102 MHz.
- The run puts the final setup slack of the worst path at 1.60 ns.
- The run puts the number of endpoints failing setup at the final stage at 0.
- The run puts the fraction of the cycle the final worst path needs at 86.0%.
- The run puts the worst setup skew after layout at 0.0176 ns.
- Setup repair after global routing left no endpoint under its margin.
- The run puts the slew at the pin closest to its max-slew limit at 0.994 ns.
- The run puts the number of slew-limit violations in the final report at 0.
- The run gives the final period demand of the worst path as 9.80 ns.
- The run puts the worst max-slew margin expressed relative to the limit at 32.8%.
- The run puts the total negative slack at 0 ns.
- The final hold violation count recorded for this run is 0.

Synth:
- Yosys reports that the most numerous cell types are 196 x sky130_fd_sc_hd__nand2_1, 154 x sky130_fd_sc_hd__nor2_1, 148 x sky130_fd_sc_hd__nand3_1.
- By area the synthesized netlist is led by sky130_fd_sc_hd__dfstp_2 11%, sky130_fd_sc_hd__dfrtp_1 6.4%, sky130_fd_sc_hd__nand3_1 6.1%, sky130_fd_sc_hd__nand2_1 6.1%, sky130_fd_sc_hd__a21oi_1 5.7%.
- The run puts the cell count in the Yosys report at 1,756.
- The run gives the register share after synthesis as 17.3%.
- The run gives the count of state elements after synthesis as 81.
- The run gives the cell type contributing the most total cell area after synthesis as sky130_fd_sc_hd__dfstp_2.
- The run gives the number of library cell types mapped by synthesis as 105.
- The most used flip-flop cell after synthesis is sky130_fd_sc_hd__dfstp_2.
- The run gives the tally of yosys warning messages as 6.
- The run gives the post-synthesis instance area as 12,100 um^2.
- The run puts the proportion of synthesized flip-flops having asynchronous set or reset at 100%.
- The run gives the number of enable-type register cells in the synthesized netlist as 0.
- The run gives the mean area per synthesized cell as 6.90 um^2.
- The run gives the instance count of the mapped netlist as 1,756.
- The run gives the area share of the largest cell type after synthesis as 10.8%.
- The run puts the area reported by Yosys stat at 12,100 um^2.
- The run gives the cell with the most instances after synthesis as sky130_fd_sc_hd__nand2_1.

Clocking:
- CTS added clock buffers totalling 9.
- The run puts the number of buffers inserted to repair setup after CTS at 0.
- The run puts the TritonCTS sink count at 81.
- Buffers inserted to repair hold after CTS numbered 0.
- The run puts the clock insertion delay at the later pin of the skew report at 0.40 ns.
- The tree is rooted in a sky130_fd_sc_hd__clkbuf_16.
- TritonCTS built the clock tree.
- The run gives the number of resized instances in the post-cts repair step as 0.
- The run gives the maximum buffer depth of the clock tree as 2.
- The run puts the CTS H-tree depth at 3.
- The run gives the clock transition time at the flip-flop clock pins of the worst setup and hold paths as 0.08 ns.

Placement:
- The run gives the placed instance count as 2,294.
- The final weighted congestion recorded by global placement is 1.08.
- OpenSTA, run right after detailed placement, puts the worst setup slack at 1.59 ns.
- The count of buffers added on input and output ports is 64.
- The run puts the sum of net half-perimeters after detailed placement at 55.5 mm.
- The run puts the post-placement cell area at 13,500 um^2.

Power and ir drop:
- Per the OpenROAD power report, leakage power amounts to 4.84 nW.
- The run puts the power per cell area at 144 nW/um^2.
- The run gives the worst ir drop on vdd as 0.0000905 V.

Run:
- Warnings raised by the tools during the run amount to 25.
- The run puts the max capacitance violation total at 0.

Outcome:
- The flow ran to the end, and the final reports show no timing, DRC or antenna violations.

Min path:
- The run gives the worst min-delay path class as flip-flop to flip-flop.
[registers in the layout, summed over array words and instances (netlist names)]
| register | cells |
|---|---|
| free | 48 |
| o_req3 | 6 |
| o_req2 | 6 |
| o_req_count | 3 |
| o_avail_count | 6 |
| o_req1 | 6 |
| o_req0 | 6 |
[stage by stage]
stage          util (%)  total power (W)  hold WS (ns)
5_1_grt            34.5          0.00209         0.534
3_5_place_dp       33.8          0.00163         0.498
4_1_cts            34.5          0.00196         0.511
3_3_place_gp       33.8          0.00164         0.492
2_1_floorplan         -          0.00114         0.463
6_report           34.5          0.00198         0.517
[routing by layer]
| layer | global-route usage (%) | vias up | routed length [um] |
|---|---|---|---|
| li1 | - | 6977 | - |
| met3 | 10.8 | 207 | 8070 |
| met2 | 49.6 | 1020 | 29500 |
| met1 | 47.6 | 7700 | 28800 |
| met4 | 17.4 | 0 | 4520 |
| met5 | 0.595 | - | 0 |
[report_power, final]
part	total [W]	switching [W]	leakage (nW)	internal, W
logic	0.00123	0.000807	3.80	0.000421
registers	0.000446	0.0000620	0.903	0.000384
clock network	0.000310	0.000156	0.133	0.000154
total	0.00198	0.00103	4.84	0.000959
[final timing paths]
kind / start / end / slack [ns] / depth (start not counted)
setup / recovery: i_ret_count[1] / o_req3[0]$_DFF_PN0_ / 1.60 / 19
hold / removal: free[6]$_DFFE_PN1P_ / free[6]$_DFFE_PN1P_ / 0.52 / 2
setup reg to reg: free[35]$_DFFE_PN1P_ / o_req3[0]$_DFF_PN0_ / 4.32 / 16
hold reg to reg: free[6]$_DFFE_PN1P_ / free[6]$_DFFE_PN1P_ / 0.52 / 2
max in group asynchronous: i_rst_n / free[33]$_DFFE_PN1P_ / 8.24 / 3
min in group asynchronous: i_rst_n / o_avail_count[3]$_DFF_PN0_ / 1.81 / 1
[layout by cell type, fill, tap and decap left out, types with 16 or more instances in the layout]
master / n
sky130_fd_sc_hd__nand2_1: 195
sky130_fd_sc_hd__nor2_1: 153
sky130_fd_sc_hd__nand3_1: 148
sky130_fd_sc_hd__a21oi_1: 139
sky130_fd_sc_hd__o21ai_0: 127
sky130_fd_sc_hd__buf_4: 79
sky130_fd_sc_hd__a31oi_1: 68
sky130_fd_sc_hd__clkdlybuf4s50_1: 60
sky130_fd_sc_hd__dfstp_2: 50
sky130_fd_sc_hd__nand4_1: 49
sky130_fd_sc_hd__nor3_1: 39
sky130_fd_sc_hd__inv_1: 35
sky130_fd_sc_hd__and4_1: 33
sky130_fd_sc_hd__a221oi_1: 31
sky130_fd_sc_hd__dfrtp_1: 31
sky130_fd_sc_hd__and3_1: 27
sky130_fd_sc_hd__and2_1: 21
sky130_fd_sc_hd__nor4_1: 21
sky130_fd_sc_hd__nor4bb_1: 20
sky130_fd_sc_hd__a221o_1: 19
sky130_fd_sc_hd__a211oi_1: 19
sky130_fd_sc_hd__o211ai_1: 18
sky130_fd_sc_hd__o22ai_1: 18
sky130_fd_sc_hd__o31ai_1: 18
sky130_fd_sc_hd__nor2b_1: 16
[final cells by class]
cell class / count / area, um^2 / area share (%)
tap: 525 / 657 / 4.78
clock inverter: 4 / 30.0 / 0.218
sequential: 81 / 2090 / 15.2
timing repair buffer: 142 / 1210 / 8.79
clock buffer: 12 / 246 / 1.79
inverter: 35 / 131 / 0.955
multi-input combinational: 1511 / 9390 / 68.3
[worst max-delay path: cells and delay by family]
family / cells / cell delay [ns]
AND-OR/OR-AND: 8 / 3.17
buffers and inverters: 2 / 0.88
AND/OR/NAND/NOR: 9 / 3.78
[cell families after synthesis]
logic type                 Yosys count  synth area share, %
xor gates and xnor gates            10                0.723
buffers and inverters              164                 5.37
and+or+nand+nor                    833                 37.7
adders and majority gates           18                 1.86
muxes                                4                0.341
AOI/OAI and AO/OA                  646                 36.8
DFF                                 81                 17.3
Power figures rest on the tool's default switching activity, not on a simulated workload.

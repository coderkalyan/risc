<file path="flow/run.sh">
#!/bin/bash
# OpenROAD 26Q1-2900-gdf79404cd8, Yosys 0.63+post, stock flow scripts
make -C /OpenROAD-flow-scripts/flow DESIGN_CONFIG=/design/flow/config.mk WORK_HOME=/design/flow/orfs finish
</file>
<file path="flow/config.mk">
export PLATFORM = sky130hd
export DESIGN_NAME = rob
export DESIGN_NICKNAME = rob
export VERILOG_FILES = /design/flow/design.v
export SDC_FILE = /design/flow/constraint.sdc
export NUM_CORES = 4
export LEC_CHECK = 1
export CORE_UTILIZATION = 40
</file>
<file path="flow/constraint.sdc">
current_design rob

set clk_period 7.1
set clk_io_pct 0.2

create_clock -name clk0 -period $clk_period [get_ports {i_clk}]

set non_clock_inputs [all_inputs -no_clocks]
set_input_delay [expr $clk_period * $clk_io_pct] -clock clk0 $non_clock_inputs
set_output_delay [expr $clk_period * $clk_io_pct] -clock clk0 [all_outputs]
</file>
<file path="flow/design.v">
`default_nettype none
module rob #(
    parameter LEN = 16,
    parameter BWIDTH = 57,
    parameter UNITS = 5,
    parameter LBITS = $clog2(LEN)
) (
    input wire i_clk,
    input wire i_rst_n,
    input wire [BWIDTH - 1:0] i_ins_bundle0,
    input wire [BWIDTH - 1:0] i_ins_bundle1,
    input wire [BWIDTH - 1:0] i_ins_bundle2,
    input wire [BWIDTH - 1:0] i_ins_bundle3,
    input wire [5:0] i_ins_old_p0,
    input wire [5:0] i_ins_old_p1,
    input wire [5:0] i_ins_old_p2,
    input wire [5:0] i_ins_old_p3,
    input wire [2:0] i_ins_count,
    input wire [LBITS - 1:0] i_cmpl0,
    input wire [LBITS - 1:0] i_cmpl1,
    input wire [LBITS - 1:0] i_cmpl2,
    input wire [LBITS - 1:0] i_cmpl3,
    input wire [LBITS - 1:0] i_cmpl4,
    input wire [LBITS - 1:0] i_cmpl5,
    input wire [5:0] i_cmpl_en,
    output wire [LBITS - 1:0] o_free,
    output reg [5:0] o_ret_p0,
    output reg [5:0] o_ret_p1,
    output reg [5:0] o_ret_p2,
    output reg [5:0] o_ret_p3,
    output reg [2:0] o_ret_count,
);
    reg [BWIDTH - 1:0] buffer [LEN - 1:0];
    reg rdy [LEN - 1:0];
    reg [5:0] old [LEN - 1:0];
    reg [LBITS - 1:0] head, tail;
    wire [LBITS - 1:0] count = head - tail;
    wire [0:3] ins_mask = {i_ins_count != 0, i_ins_count > 1, i_ins_count > 2, i_ins_count == 4};
    wire [0:3] evict_mask;
    assign evict_mask[0] = (count != 0) && rdy[tail];
    assign evict_mask[1] = (count >  1) && rdy[tail + 1] && evict_mask[0];
    assign evict_mask[2] = (count >  2) && rdy[tail + 2] && evict_mask[1];
    assign evict_mask[3] = (count == 4) && rdy[tail + 3] && evict_mask[2];
    wire [2:0] evict_count = evict_mask[0] + evict_mask[1] + evict_mask[2] + evict_mask[3];
    integer i;
    always @(posedge i_clk, negedge i_rst_n) begin
        if (!i_rst_n) begin
            head <= {LBITS{1'b0}};
            tail <= {LBITS{1'b0}};
            o_ret_count <= 3'd0;
            o_ret_p0 <= 6'b000000;
            o_ret_p1 <= 6'b000000;
            o_ret_p2 <= 6'b000000;
            o_ret_p3 <= 6'b000000;
            for (i = 0; i < LEN; i = i + 1) begin
                buffer[i] <= {BWIDTH{1'b0}};
                rdy[i] <= 1'b0;
                old[i] <= 6'b000000;
            end
        end else begin
            head <= head + i_ins_count;
            if (ins_mask[0]) begin
                buffer[head + 0] <= i_ins_bundle0;
                rdy[head + 0] <= 1'b0;
                old[head + 0] <= i_ins_old_p0;
            end
            if (ins_mask[1]) begin
                buffer[head + 1] <= i_ins_bundle1;
                rdy[head + 1] <= 1'b0;
                old[head + 1] <= i_ins_old_p1;
            end
            if (ins_mask[2]) begin
                buffer[head + 2] <= i_ins_bundle2;
                rdy[head + 2] <= 1'b0;
                old[head + 2] <= i_ins_old_p2;
            end
            if (ins_mask[3]) begin
                buffer[head + 3] <= i_ins_bundle3;
                rdy[head + 3] <= 1'b0;
                old[head + 3] <= i_ins_old_p3;
            end
            tail <= tail + evict_count;
            o_ret_p0 <= old[head + 0];
            o_ret_p1 <= old[head + 1];
            o_ret_p2 <= old[head + 2];
            o_ret_p3 <= old[head + 3];
            o_ret_count <= evict_count;
            if (i_cmpl_en[0]) rdy[i_cmpl0] <= 1'b1;
            if (i_cmpl_en[1]) rdy[i_cmpl1] <= 1'b1;
            if (i_cmpl_en[2]) rdy[i_cmpl2] <= 1'b1;
            if (i_cmpl_en[3]) rdy[i_cmpl3] <= 1'b1;
            if (i_cmpl_en[4]) rdy[i_cmpl4] <= 1'b1;
            if (i_cmpl_en[5]) rdy[i_cmpl5] <= 1'b1;
        end
    end
    assign o_free = (LEN - 1) - count;
endmodule
</file>
==> impl_summary.log <==
[flow] final metrics
[metrics] Chip Height: 189 µm
[metrics] cell mode on critical path: inv_1
[metrics] placed cell areas: 15100 µm²
[metrics] count of final max-slew check failures: 0
[metrics] skew final: 14.7 ps
[metrics] clock slew seen by the registers of the worst setup and hold paths: 60 ps
[metrics] outcome: finished, final reports clean
[metrics] EDFF count, synth: 0
[metrics] Net Switching: 4830 µW
[metrics] final WL: 66.4 mm
[metrics] cell type with the largest total area: dfrtp_1
[metrics] RSZ-0062 raised after global routing: false
[metrics] quantity of hold-fixing buffers added after cts: 0
[metrics] most frequent cells in the layout: 242 x nor2_1, 179 x nand2_1, 168 x mux2i_1
[metrics] post-detailed-route via-to-cell ratio: 6.71
[metrics] count of filler cells inserted in the layout: 3388
[metrics] number of antenna diodes: 0
[metrics] total number of yosys warnings: 4
[metrics] Combinational Power Share: 64.0%
[metrics] number of post-CTS setup repair buffers: 0
[metrics] CTS H-tree lvls: 4
[metrics] DP Wirelength: 46.3 mm
[metrics] initial antenna violation count: 1
[metrics] share of power burned in the clock network: 11.1%
[metrics] Net Sw Frac: 52.6%
[metrics] Final ANT Viol Nets: 0
[metrics] primary flip-flop cell chosen by synthesis mapping: dfrtp_1
[metrics] final-report hold violation count: 0
[metrics] final core occ: 45.7%
[metrics] Critical Path Slowest Stage Cell: dfrtp_2
[metrics] tally of unique sky130hd cells used after synthesis: 86
[metrics] commonest non-fill, non-tap cell in the layout: nor2_1
[metrics] GRT Resource Usage Total: 38.9%
[metrics] Post-Synthesis Cells: 1788
[metrics] Resized Gates After CTS: 0
[metrics] kind of start point of the critical path: flop
[metrics] number of iterations in the first detailed-routing pass: 6
[metrics] area of all placed cells without fillers: 15800 µm²
[metrics] area of the core: 34500 µm²
[metrics] maximum fanout along the worst path: 33
[metrics] number of register bits inferred by synthesis: 147
[metrics] weighted congestion at the end of routability-driven global placement: 1.06
[metrics] Max stage delay on crit path: 650 ps
[metrics] number of warning messages in the logs: 255
[metrics] classification of the worst-slack hold path: flop to flop
[metrics] pin count of the biggest net entering global routing: 74
[metrics] launch point of the worst hold path: rdy[11]
[metrics] root buffer cell: clkbuf_16
[metrics] global-route wire length before repair: 98.4 mm
[metrics] max-slew headroom at the worst pin: 37.6%
[metrics] required time at the worst-slack endpoint: 5680 ps
[metrics] launch point of the critical path: head[0]
[metrics] die extent in x: 189 µm
[metrics] layout cells sized above 1: 9.29%
[metrics] count of vias placed by the detailed router: 15100
[metrics] sequential fraction of the synthesis area: 26.2%
[metrics] worst-case vdd ir drop: 560 µV
[metrics] final routed wire length divided by cell count: 29.5 µm
[metrics] final count of negative-setup-slack endpoints: 0
[metrics] starting DRC count in detailed routing: 2098
[metrics] CTS sink count: 147
[metrics] data arrival time at the worst-slack endpoint: 3280 ps
[metrics] post-synthesis chip area from yosys: 14000 µm²
[metrics] static leakage power: 0.00644 µW
[metrics] Maximum Capacitance Violations: 0
[metrics] worst-margin pin slew: 931 ps
[metrics] total global routing overflow: 0
[metrics] clock latency at the later pin of the worst-skew pair: 470 ps
[metrics] detailed-route DRC error count: 0
[metrics] async set-or-reset flop fraction in the synthesized netlist: 100%
[metrics] Worst R2R Start: tail[1]
[metrics] post-synthesis to final-layout area growth: 12.6%
[metrics] minimum clock period: 4700 ps
[metrics] Die Footprint: 35800 µm²
[metrics] count of instantiated cells in the yosys netlist: 1788
[metrics] sequence of cells on the critical path: inv_1, buf_4, ha_1, inv_1, fa_1, xnor2_1, clkdlybuf4s50_1
[metrics] area share of the largest cell type after synthesis: 26.2%
[metrics] average footprint of a synthesized cell: 7.84 µm²
[metrics] FP Core Util: 40.6%
[metrics] total power per unit cell area: 582 nW/µm²
[metrics] deepest clock path buffer count: 2
[metrics] Port-buffer cells: 89
[metrics] clock tree from TritonCTS: done
[metrics] number of top-level pins: 318
[metrics] internal power: 4350 µW
[metrics] Post-Route Setup TNS: 0 ps
[metrics] number of placement rows: 68
[metrics] Achievable Freq: 213 MHz
[metrics] via count of the first global-routing pass: 14400
[metrics] category of the critical setup timing path: flop to primary output
[metrics] Pwr Total: 9180 µW
[metrics] crit share post-route: 66.1%
[metrics] relative contribution of sequential cells to total power: 24.9%
[metrics] Post-synth area hogs: dfrtp_1 26%, mux2i_1 12%, nor2_1 6.5%
[metrics] CP endpoint kind: primary output
[metrics] TritonCTS buffer count: 17
[metrics] Post-Route Hold Slack: 598 ps
[metrics] netlist area before placement: 14000 µm²
-- through the flow --
stage | instances | setup slack, ps
2_1_floorplan | 1788 | 3250
3_3_place_gp | 2221 | 2670
3_5_place_dp | 2221 | 2650
4_1_cts | 2253 | 2470
5_1_grt | 2253 | 2040
6_report | 2253 | 2400
-- state kept, by name, indices dropped and copies added (netlist names) --
register and flops:
tail 4, o_ret_p0 6, old 96, o_ret_p2 6, o_ret_p3 6, head 4, o_ret_p1 6, o_ret_count 3
rdy 16
-- worst paths after layout --
path	endpoint	slack, ps	cells after the start
max in group asynchronous	old[6][3]	5040	2
max	o_free[2]	2400	7
min reg2reg	rdy[11]	600	2
max reg2reg	tail[3]	2650	15
min in group asynchronous	tail[3]	990	1
min	rdy[11]	600	2
-- power by group through the flow --
| stage | combinational [µW] | clock (µW) | sequential (µW) |
|---|---|---|---|
| final | 5880 | 1020 | 2280 |
| after global routing | 6350 | 1070 | 2290 |
| after CTS | 5720 | 1030 | 2210 |
-- critical path: cells and delay by family, from the launching register on --
family                     cells  cell delay [ps]
buffers and inverters          4             1240
DFF                            1              650
adders and majority gates      2              560
xor gates and xnor gates       1              330
-- kinds of logic after synthesis --
logic type / count (synthesis) / synth area share (%)
AND/OR/NAND/NOR: 686 / 23.8
AND-OR/OR-AND: 531 / 24.7
multiplexers: 201 / 16.0
buffers and inverters: 190 / 6.43
flip-flops: 147 / 26.2
adder cells (fa/ha/maj): 19 / 1.86
XOR/XNOR: 14 / 0.928
-- routing by layer --
layer  track usage (%)  routed length (µm)  up-vias
li1                  -                   -     6632
met1              56.6               26800     7223
met2              52.1               26800     1057
met3              15.0                9330      195
met4              16.0                3470        2
met5                 0                  16        -
-- synth_stat cells, types with 9 or more instances --
| library cell | n |
|---|---|
| and3_1 | 20 |
| mux4_2 | 17 |
| o211ai_1 | 9 |
| buf_1 | 16 |
| buf_2 | 71 |
| ha_1 | 16 |
| nand3_1 | 77 |
| nor3_1 | 33 |
| a221oi_1 | 16 |
| mux2i_1 | 168 |
| mux2_2 | 16 |
| o22ai_1 | 21 |
| buf_4 | 13 |
| a211oi_1 | 43 |
| a32oi_1 | 9 |
| dfrtp_1 | 147 |
| nor2_1 | 242 |
| a22oi_1 | 35 |
| nand2b_1 | 18 |
| o21ai_1 | 14 |
| nor2b_1 | 23 |
| o21ai_0 | 77 |
| a21oi_1 | 150 |
| a31oi_1 | 51 |
| a211o_1 | 26 |
| inv_1 | 16 |
| nand4_1 | 15 |
| clkbuf_1 | 65 |
| nor3b_1 | 12 |
| nand2_1 | 179 |
-- area by class of cell --
class	count	area (µm²)	share of cell area [%]
Clock buffer	18	439	2.78
Inverter	18	67.6	0.428
Tap cell	455	569	3.61
Multi-Input combinational cell	1451	9470	60.0
Timing Repair Buffer	150	1350	8.55
Sequential cell	147	3690	23.4
Clock inverter	14	200	1.27
No activity file was given, so power comes from the tool's default toggle rates.
